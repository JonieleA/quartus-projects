[design/flow/constraint.sdc]
current_design RAM

set clk_period 52.4
set clk_io_pct 0.2

create_clock -name clk0 -period $clk_period [get_ports {clk}]

set non_clock_inputs [all_inputs -no_clocks]
set_input_delay [expr $clk_period * $clk_io_pct] -clock clk0 $non_clock_inputs
set_output_delay [expr $clk_period * $clk_io_pct] -clock clk0 [all_outputs]
[design/flow/config.mk]
export PLATFORM = sky130hd
export DESIGN_NAME = RAM
export DESIGN_NICKNAME = RAM
export VERILOG_FILES = /design/flow/design.v
export SDC_FILE = /design/flow/constraint.sdc
export NUM_CORES = 4
export LEC_CHECK = 1
export CORE_UTILIZATION = 40
export SYNTH_HDL_FRONTEND = slang
[design/flow/rom128x8.txt]
11011111
01110000
01011110
01001111
00111111
10101100
01110100
01110011
10011110
10110000
00110100
10011111
10000011
11111001
10101100
11000010
00110100
01110110
00101001
11011101
11010110
11110000
11010001
00000000
01100110
00001100
00100001
11110111
00000110
00011100
10011110
10001011
11001100
00001010
10001011
00000110
00110000
10010111
01110010
01110010
00010110
10110110
10001000
01000100
11101001
10011110
00100110
11100100
00001110
01011110
11111101
00101100
10011011
10111100
10110100
11001010
01011000
01001111
11001101
11011001
11101111
10100100
11000000
10101111
01101000
11110111
10101101
11111111
01111110
00111000
01000100
00000000
00000000
10110001
01000000
00110011
10100100
00010010
11010001
11000000
00110101
01011111
11001110
11100111
10010111
01100111
00111000
10110010
01011000
00111111
01101001
10111011
00101111
10101001
01000001
01100101
11111111
01101001
01111010
10011010
11000001
00000111
01001110
11000100
00000001
01111111
10111101
10000000
10010101
01101100
11110100
11110111
00011110
01000100
01110101
10011001
00111011
11111111
11100001
11110111
01010001
10100000
10100101
01111100
11110101
00010100
01000111
00000110
11010001
11110001
11110101
00010101
11111010
01001011
01011111
10111100
01011011
00011001
10111011
11000001
10010001
01000001
10100110
01011010
01110011
11011000
11010111
01110010
00101001
10110111
10101101
11000011
11111111
10110111
10011001
10101101
01100010
11100101
01001110
01100001
01001000
00101011
01010111
11010100
01101101
00101110
10000010
11011100
01011010
10000110
11110011
10111101
10101011
01011000
11011001
01110011
10101111
10011110
10001110
11100111
01011000
01100010
00000100
11110001
00011110
00110011
00001010
11100011
10000101
00111000
01011011
11001101
01001011
00010011
01011010
00000111
01011010
11001010
10001001
10101010
01001110
00010110
10110000
00000100
11100011
01001011
10010011
10010110
10100001
11111011
10010001
11011100
10110100
10101100
00101000
11011000
11101001
10111101
01111010
10111111
11010101
11000001
11101111
11111100
10100100
00101100
01001000
01010001
00101001
11100001
11011011
01001010
00011001
01010011
11011010
10011101
10001100
11110000
10100101
01111100
11000100
01111001
00101000
01100100
00010100
00000011
01010011
11011001
10101110
01110111
10011111
10110000
01001111
00000101
10011110
01001000
[design/flow/design.v]
module RAM 
#(parameter DATA_WIDTH=8, parameter ADDR_WIDTH=8)
(
	input logic [(DATA_WIDTH-1):0] data,
	input  logic [(ADDR_WIDTH-1):0] addr,
	input logic we, clk,
	output logic [(DATA_WIDTH-1):0] q
);
	logic [DATA_WIDTH-1:0] ram[2**ADDR_WIDTH-1:0];
	logic [ADDR_WIDTH-1:0] addr_reg;
    initial
    begin
        $readmemb("rom128x8.txt", ram, 2**ADDR_WIDTH-1, 0);
    end
	always @ (posedge clk)
	begin
		if (we)
			ram[addr] <= data;
		addr_reg <= addr;
	end
	assign q = ram[addr_reg];
endmodule
[design/flow/run.sh]
#!/bin/bash
# OpenROAD 26Q1-2900-gdf79404cd8, Yosys 0.63+post, stock flow scripts
make -C /OpenROAD-flow-scripts/flow DESIGN_CONFIG=/design/flow/config.mk WORK_HOME=/design/flow/orfs finish
==> Slide: Implementation Results <==
Run Summary

Floorplanning
  • Core Region: 197000 um2
  • FP Rows: 163
  • IO Pins: 26
  • Die Footprint: 201000 um2
  • Die height: 448 um
  • Die Wd: 448 um
  • Floorplan core density: 0.403

Hold path
  • Hold Crit Class: input port to flop
  • Min-delay src: data[6]

Final timing
  • Slew Viols, Final: 0
  • Final period util: 0.332
  • Slew margin rel.: 0.167
  • RSZ-0062 raised after global routing: no
  • Final Hold Viols: 0
  • Fmax: 0.0576 GHz
  • Final setup fails: 0
  • Post-layout minimum cycle time: 17370 ps
  • Worst-Margin Slew: 1240 ps
  • Setup TNS: 0 ps

GRT
  • First-pass GRT wire length: 283000 um
  • All-Layer GR Usage: 0.218
  • Vias in the first global route: 41600
  • GRT overflow: 0
  • Antenna violations before repair: 8
  • Largest net degree at the start of global routing: 125

Synth
  • Fraction of registers with async set/reset: 0
  • Mean area per synthesized cell: 21.3 um2
  • EDFF count, synth: 2048
  • YS warnings: 0
  • Post-Syn Instances: 3733
  • Unique masters post-synth: 55
  • Main synth FF type: edfxtp_1
  • Ys cells: 3733
  • Register share after synthesis: 0.775
  • Synth flops: 2056
  • Yosys stat area: 79600 um2
  • Post-Synthesis Cell Area: 79600 um2

Detailed routing
  • DR WL/cell: 28.9 um
  • DR iter-0 viols: 2690
  • Routed via count: 37900
  • Pre-antenna DRT Iters: 5
  • Via/cell ratio: 5.62
  • DRC viols: 0
  • Final WL: 195000 um
  • Antenna-violating nets left: 0

Placed design
  • DP HPWL: 117000 um
  • Cell total after placement: 6375
  • Placed Area: 83500 um2
  • IO buf count: 25
  • GP Congestion: 0.880

Critical path
  • Worst setup EP type: output pin
  • WS Path Type: flop to output pin
  • Arrival time at the worst endpoint: 6890 ps
  • Crit path launch type: flop
  • CP Data Required Time: 41920 ps
  • CP Max Fanout: 35

Clock network
  • Total CTS buffers: 196
  • Post-CTS Setup Inserts: 0
  • CTS tree: done
  • CTS Buffer Depth: 3
  • Clk root buf: clkbuf_16
  • Hold_buf cts: 0
  • H-tree lvl count: 4
  • Post-CTS Resized: 0
  • CTS Sinks: 2056
  • CTS clk-pin slew, worst paths: 60 ps

Job
  • Maximum Capacitance Violations: 0
  • Tool warnings: 29

Cells and area
  • Share of layout cells above drive strength 1: 0.241
  • Commonest Layout Cell: edfxtp_1
  • Largest register by flop count: ram
  • Non-filler cells, final: 6742
  • Most numerous logic cells after layout: 2048 x edfxtp_1, 454 x mux4_2, 279 x nor2_1
  • Storage element area: 61700 um2
  • Area growth syn-to-layout: 12.9%
  • Number of fillers in the final layout: 16300
  • Largest register FFs: 2048
  • Gate Area: 16600 um2
  • Design area: 89800 um2
  • Regs by FF count: ram: 2048 flops

Pwr
  • VDD IR-drop max: 0.0317 mV
  • PwrDens: 37.5 nW/um2
  • Leak: 27.6 nW

Outcome
  • Outcome: completed
-- worst max-delay path: stages (launching register included) --
cell,delay [ps]
dfxtp_4,730
buf_4,700
buf_4,660
buf_4,670
buf_4,560
mux4_2,560
o211ai_1,170
nand3_1,170
nor4_1,970
nor4_2,200
buf_4,210
clkdlybuf4s50_1,390
-- area by class of cell --
type	instances	area share
Clock buffer	242	0.0582
Multi-Input combinational cell	1442	0.185
Inverter	2	0.0000836
Tap cell	2640	0.0368
Timing Repair Buffer	235	0.0213
Antenna cell	6	0.000167
Clock inverter	119	0.0123
Sequential cell	2056	0.686
-- report_power, final --
group,internal [mW],leakage (nW),switching (mW),total (mW)
registers,1.81,18.5,0.00333,1.82
clock network,0.800,3.11,0.595,1.40
logic,0.0567,6.02,0.106,0.162
-- per-stage QoR --
| step | setup slack, ps | hold slack (ps) | utilization | power [mW] |
|---|---|---|---|---|
| after floorplan | 39790 | 10510 | - | 1.94 |
| after global routing | 34570 | 10080 | 0.455 | 3.47 |
| after CTS | 34660 | 10050 | 0.455 | 3.40 |
| after detailed placement | 35570 | 10940 | 0.423 | 2.01 |
| after global placement | 35390 | 10930 | 0.423 | 2.01 |
| final | 35030 | 10080 | 0.455 | 3.37 |
-- path summary, 6_finish.rpt --
kind | endpoint | slack (ps) | cells past startpoint
hold / removal | ram[129][6] | 10080 | 1
setup / recovery | q[1] | 35030 | 11
-- logic make-up (layout without fill, tap and decap cells) --
logic type / after synthesis / after routing / synth area share
buffers and inverters: 235 / 598 / 0.0183
DFF: 2056 / 2056 / 0.775
other: 0 / 6 / 0
muxes: 591 / 591 / 0.146
and+or+nand+nor: 466 / 466 / 0.0263
AOI/OAI and AO/OA: 385 / 385 / 0.0342
-- routing by layer --
metal	GRT usage	share of wire	wire, um	vias to the layer above
li1	-	-	-	16100
met1	0.275	0.34	65500	19500
met2	0.327	0.49	95400	1997
met3	0.146	0.15	28400	286
met4	0.0473	0.026	5100	8
met5	0.00842	0.0012	224	-
-- Yosys cell counts, types with 3 or more instances --
master / n / area share
o221ai_1: 46 / 0.0051
buf_1: 22 / 0.0010
nand2_1: 33 / 0.0016
a211oi_1: 16 / 0.0015
nand3_1: 34 / 0.0021
nor4_2: 3 / 0.00047
mux4_2: 454 / 0.13
or2_2: 4 / 0.00031
o22ai_1: 28 / 0.0022
nor4_1: 24 / 0.0019
a22oi_1: 133 / 0.013
buf_2: 31 / 0.0020
dfxtp_1: 8 / 0.0020
nor2b_1: 31 / 0.0024
buf_4: 27 / 0.0025
a21oi_1: 96 / 0.0060
o21ai_0: 10 / 0.00063
edfxtp_1: 2048 / 0.77
nand4_1: 10 / 0.00079
mux2i_1: 134 / 0.017
a221oi_1: 13 / 0.0014
o22a_1: 5 / 0.00055
and2_1: 6 / 0.00047
nor2_1: 282 / 0.013
nand2b_1: 8 / 0.00063
o211ai_1: 10 / 0.00094
clkbuf_1: 111 / 0.0052
buf_8: 13 / 0.0025
buf_6: 21 / 0.0030
nor3_1: 22 / 0.0014
a22o_1: 8 / 0.00088
o32ai_1: 4 / 0.00044
buf_12: 8 / 0.0020
Power is estimated from default activity; no workload was simulated.
