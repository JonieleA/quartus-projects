`design/flow/run.sh`:
```
#!/bin/bash
# OpenROAD 26Q1-2900-gdf79404cd8, Yosys 0.63+post, stock flow scripts
make -C /OpenROAD-flow-scripts/flow DESIGN_CONFIG=/design/flow/config.mk WORK_HOME=/design/flow/orfs finish
```
`design/flow/config.mk`:
```
export PLATFORM = sky130hd
export DESIGN_NAME = posl_top
export DESIGN_NICKNAME = posl_top
export VERILOG_FILES = /design/flow/design.v
export SDC_FILE = /design/flow/constraint.sdc
export NUM_CORES = 4
export LEC_CHECK = 1
export CORE_UTILIZATION = 40
export SYNTH_HDL_FRONTEND = slang
```
`design/flow/constraint.sdc`:
```
current_design posl_top

set clk_period 101.3
set clk_io_pct 0.2

create_clock -name clk0 -period $clk_period [get_ports {CLK_50}]

set non_clock_inputs [all_inputs -no_clocks]
set_input_delay [expr $clk_period * $clk_io_pct] -clock clk0 $non_clock_inputs
set_output_delay [expr $clk_period * $clk_io_pct] -clock clk0 [all_outputs]
```
`design/flow/design.v`:
```
module full_adder (A, B, C_in, C_out, S);
input logic A, B, C_in;
output logic S, C_out;
assign S = A ^ B ^ C_in;
assign C_out = (A & B) | (C_in & (A ^ B));
endmodule
module posl_adder_param #(parameter W = 128) (A, B, C_in, C_out, S);
input logic [W-1:0] A, B;
input logic C_in;
output logic [W-1:0] S;
output logic C_out;
logic [W:0] C;
genvar i;
generate
	for (i = 0; i < W; i++) begin :
		add_stage full_adder one_bit_adder(.A(A[i]), .B(B[i]), .C_in(C[i]), .C_out(C[i+1]), .S(S[i]));
	end
endgenerate
assign C[0] = C_in;
assign C_out = C[W];
endmodule
module posl_top #(parameter W = 128) (A, B, C_in, C_out, S, CLK_50, reset, enable);
input logic [W-1:0] A, B;
input logic C_in;
output logic [W-1:0] S;
output logic C_out;
logic [W-1:0] Q_A, Q_B, Q_S;
input logic CLK_50, reset, enable;
logic Q_C_in, Q_C_out;
posl_adder_param #(.W(W)) DUT (.A(Q_A), .B(Q_B), .C_in(Q_C_in), .C_out(Q_C_out), .S(Q_S));
register #(.W(W)) A_i (.clock(CLK_50), .reset(reset), .enable(enable), .data_in(A), .data_out(Q_A));
register #(.W(W)) B_i (.clock(CLK_50), .reset(reset), .enable(enable), .data_in(B), .data_out(Q_B));
register #(.W(1)) C_i (.clock(CLK_50), .reset(reset), .enable(enable), .data_in(C_in), .data_out(Q_C_in));
unit_latch #(.W(W)) S_o (.clock(CLK_50), .data_in(Q_S), .data_out(S));
unit_latch #(.W(1)) C_o (.clock(CLK_50), .data_in(Q_C_out), .data_out(C_out));
endmodule
module register #(parameter W = 8)
(input logic clock, reset, enable,
input logic [W-1:0] data_in,
output logic [W-1:0] data_out);
always_ff @(posedge clock or negedge reset)
if(!reset)
data_out <= {W{1'b0}};
else if(enable)
data_out <= data_in;
endmodule
module unit_latch #(parameter W = 1)
(input logic clock,
input logic [W-1:0] data_in,
output logic [W-1:0] data_out);
always_ff @(posedge clock)
data_out <= data_in;
endmodule
```
==> flow_summary_export.csv <==
group,metric,value,unit
setup_path,cp_slowest_cell,"fa_1",
final_timing,hold_viol_final,0,
synthesis,synth_area_leader_cell,"dfrtp_1",
worst_hold_path,worstHoldStart,"A_i.data_out[127]$_DFFE_PN0P_",
grt,antenna_found_initial,5,
synthesis,ys.flops,386,
floorplan,die_y,200,um
final_timing,rsz0062_at_grt,"no",
setup_path,r2r-start,"B_i.data_out[0]$_DFFE_PN0P_",
power_and_ir_drop,p_per_area,20.8,nW/um^2
floorplan,placementRows,72,
drt,drc,0,
setup_path,arrival,60.17,ns
final_timing,fin_crit_sh,0.589,
grt,grt_pass1_wl,52800,um
synthesis,ys_seq_share,0.573,
grt,overflow,0,
setup_path,critical_path.startpoint,"B_i.data_out[0]$_DFFE_PN0P_",
place,hpwl,23800,um
power_and_ir_drop,pwr-share-seq,0.449,
clock_tree,ctsHoldBuffers,0,
grt,grt_util_all_layers,0.181,
layout,stdcell_count,1777,
setup_path,cpMostUsedCell,"fa_1",
floorplan,coreArea,38700,um^2
setup_path,setup.worst_path.start_class,"register",
floorplan,io_pins,389,
clock_tree,clk_pin_slew,0.06,ns
synthesis,ys.flop_type,"dfrtp_1",
layout,layout-drive-gt1-share,0.261,
drt,via_per_inst,4.42,
final_timing,final_max_slew_viol_count,0,
drt,wl,33000,um
floorplan,dieArea,40100,um^2
synthesis,area_leaders,"dfrtp_1 (41%), mux2_4 (22%), dfxtp_1 (16%), fa_1 (16%), mux2_2 (1.9%)",
drt,drtIter0Drc,168,
power_and_ir_drop,power_frac_clock,0.339,
synthesis,syn_area_per_cell,19.4,um^2
setup_path,path_class,"reg2reg",
layout,finalInstanceArea,21400,um^2
setup_path,crit_fanout,2,
synthesis,netlist-cell-type-count,10,
drt,top_layer,"met5",
drt,met3_length,3340,um
power_and_ir_drop,combPwrFrac,0.212,
synthesis,synth_chip_area,15700,um^2
final_timing,period_needed,59.69,ns
setup_path,worstPathRequired,101.78,ns
clock_tree,cts_sinks,386,
synthesis,syn-cell-area,15700,um^2
place,port_buffers,388,
synthesis,yosysWarnings,0,
final_timing,final.setup_skew,0.0145,ns
synthesis,syn_inst,810,
power_and_ir_drop,p_sw,100,uW
clock_tree,root_buffer,"clkbuf_16",
power_and_ir_drop,leakagePower,0.00933,uW
floorplan,fp_util,0.406,
drt,wl_met1,13900,um
clock_tree,cts_max_level,2,
place,dp_cells,1696,
setup_path,end_kind,"register",
final_timing,tightest_slew,0.839,ns
synthesis,top_cell_area_share,0.409,
run,tool_warnings,25,
run,cap_violations,0,
setup_path,slowest_delay,0.50,ns
drt,drtAntennaViolNets,0,
run_status,status,"complete, no violations",
final_timing,slew_headroom,0.440,
layout,area_growth,35.8,%
drt,met2_wirelength,15100,um
final_timing,setup-tns-final,0,ns
grt,grt_max_degree,76,
drt,drtPass1Iterations,4,
synthesis,common_cells,"dfrtp_1 (257), mux2_4 (230), dfxtp_1 (129), fa_1 (128), mux2_2 (27)",
clock_tree,cts_tree,"built",
drt,vias,7849,
final_timing,fmax,0.0168,GHz
synthesis,synthArstFlopShare,0.666,
worst_hold_path,hp-class,"reg2reg",
place,postPlaceCellArea,20000,um^2
clock_tree,cts_setup_buffers,0,
place,gp_congestion,0.831,
final_timing,final-setup-viol-count,0,
clock_tree,cts_resized,0,
power_and_ir_drop,p_int,345,uW
clock_tree,clk_latency,0.54,ns
synthesis,ys_cells,810,
clock_tree,numCtsBuffers,43,
synthesis,top_cell,"dfrtp_1",
clock_tree,clk_path_buf_depth,3,
grt,grt_pass1_vias,8883,
floorplan,die_x,200,um
power_and_ir_drop,vdd_drop_max,0.0000104,V
drt,wl_per_cell,18.6,um
power_and_ir_drop,p_sw_frac,0.225,
synthesis,enable_flop_cells,0,
## flip-flops by register name, indices dropped and copies added (netlist names)
name,count
A_i.data_out,128
B_i.data_out,128
C_o.data_out,1
C_i.data_out,1
S_o.data_out,128
## logic make-up (layout without fill, tap and decap cells)
kind of cell / Yosys count / count (layout) / share of synthesized area
muxes: 257 / 257 / 0.239
other: 0 / 4 / 0
buffers and inverters: 39 / 484 / 0.0255
adders and majority gates: 128 / 128 / 0.163
DFF: 386 / 386 / 0.573
## final timing paths
check / endpoint / slack (ns) / cells after the start
max: S_o.data_out[127]$_DFF_P_ / 41.61 / 132
min: A_i.data_out[127]$_DFFE_PN0P_ / 0.51 / 1
max reg2reg: S_o.data_out[127]$_DFF_P_ / 41.61 / 132
min reg2reg: A_i.data_out[127]$_DFFE_PN0P_ / 0.51 / 1
max in group asynchronous: B_i.data_out[7]$_DFFE_PN0P_ / 79.79 / 3
min in group asynchronous: B_i.data_out[73]$_DFFE_PN0P_ / 19.70 / 1
## cells in the final DEF (no fill, tap or decap), types with 2 or more instances in the layout
master / count
clkbuf_16: 45
inv_1: 10
mux2_2: 27
buf_4: 9
clkbuf_8: 11
buf_8: 2
dfrtp_1: 257
diode_2: 4
clkbuf_1: 18
fa_1: 128
clkinv_2: 2
dfxtp_1: 129
clkdlybuf4s50_1: 386
mux2_4: 230
## power groups by stage
stage | logic (uW) | clock network, uW | registers, uW
CTS | 97.4 | 156 | 201
global route | 106 | 163 | 204
finish | 94.3 | 151 | 200
## layout make-up
type / count / area [um^2]
Sequential cell: 386 / 9010
Tap cell: 518 / 648
Antenna cell: 4 / 10.0
Clock inverter: 3 / 40.0
Inverter: 10 / 37.5
Multi-Input combinational cell: 385 / 6320
Clock buffer: 74 / 1350
Fill cell: 3068 / 17400
Timing Repair Buffer: 397 / 3960
## metrics by stage
stage                      util  hold slack (ns)  setup WS, ns  total power, uW
final                     0.552            0.508         41.61              446
after global routing      0.552            0.535         39.17              473
after CTS                 0.552            0.513         40.92              455
after global placement    0.516            0.504         41.26              300
after detailed placement  0.516            0.501         41.10              300
after floorplan               -            0.482         43.13              231
## routing by layer
| metal | track usage | up-vias |
|---|---|---|
| li1 | - | 3564 |
| met1 | 0.276 | 3961 |
| met2 | 0.260 | 263 |
| met3 | 0.0757 | 57 |
| met4 | 0.0365 | 4 |
| met5 | 0 | - |
## critical path, delay by kind of cell (launching register included)
family     cells  cell delay, ns
fa+ha+maj    128           58.97
buf+inv        4            0.28
flops          1            0.39
Power is estimated from default activity; no workload was simulated.
