File: design/flow/config.mk
export PLATFORM = sky130hd
export DESIGN_NAME = par_posl_top
export DESIGN_NICKNAME = par_posl_top
export VERILOG_FILES = /design/flow/design.v
export SDC_FILE = /design/flow/constraint.sdc
export NUM_CORES = 4
export LEC_CHECK = 1
export CORE_UTILIZATION = 30
export SYNTH_HDL_FRONTEND = slang
File: design/flow/constraint.sdc
current_design par_posl_top

set clk_period 8.5
set clk_io_pct 0.2

create_clock -name clk0 -period $clk_period [get_ports {CLK_50}]

set non_clock_inputs [all_inputs -no_clocks]
set_input_delay [expr $clk_period * $clk_io_pct] -clock clk0 $non_clock_inputs
set_output_delay [expr $clk_period * $clk_io_pct] -clock clk0 [all_outputs]
File: design/flow/design.v
module bit_8_adder (A, B, C_in, C_out, S);
input logic [7:0] A, B;
input logic C_in;
output logic [7:0] S;
output logic C_out;
logic [8:0] C;
genvar i;
generate
	for (i = 0; i < 8; i++) begin :
		add_stage full_adder one_bit_adder(.A(A[i]), .B(B[i]), .C_in(C[i]), .C_out(C[i+1]), .S(S[i]));
	end
endgenerate
assign C[0] = C_in;
assign C_out = C[8];
endmodule
module full_adder (A, B, C_in, C_out, S);
input logic A, B, C_in;
output logic S, C_out;
assign S = A ^ B ^ C_in;
assign C_out = (A & B) | (C_in & (A ^ B));
endmodule
module par_posl_adder_param #(parameter W = 128) (A, B, C_in, C_out, S);
input logic [W-1:0] A, B;
input logic C_in;
output logic [W-1:0] S;
output logic C_out;
logic [W/8:0] C,G,P;
genvar i;
generate
	for (i = 0; i < W/8; i++) begin:
		add_stage bit_8_adder  eight_bit (.A(A[(i+1)*8-1:i*8]), .B(B[(i+1)*8-1:i*8]), .C_in(C[i]), .C_out(), .S(S[(i+1)*8-1:i*8]));
		if (i > 0) assign C[i] = G[i-1] + P[i-1]*C[i-1];
		assign P[i] = A[(i+1)*8-1] ^ B[(i+1)*8-1];
		assign G[i] = A[(i+1)*8-1] * B[(i+1)*8-1];
	end
endgenerate
assign C[W/8] = G[W/8-1] + P[W/8-1]*C[W/8-1];
assign C[0] = C_in;
assign C_out = C[W/8];
endmodule
module par_posl_top #(parameter W = 128) (A, B, C_in, C_out, S, CLK_50, reset, enable);
input logic [W-1:0] A, B;
input logic C_in;
output logic [W-1:0] S;
output logic C_out;
logic [W-1:0] Q_A, Q_B, Q_S;
input logic CLK_50, reset, enable;
logic Q_C_in, Q_C_out;
par_posl_adder_param #(.W(W)) DUT (.A(Q_A), .B(Q_B), .C_in(Q_C_in), .C_out(Q_C_out), .S(Q_S));
register #(.W(W)) A_i (.clock(CLK_50), .reset(reset), .enable(enable), .data_in(A), .data_out(Q_A));
register #(.W(W)) B_i (.clock(CLK_50), .reset(reset), .enable(enable), .data_in(B), .data_out(Q_B));
register #(.W(1)) C_i (.clock(CLK_50), .reset(reset), .enable(enable), .data_in(C_in), .data_out(Q_C_in));
unit_latch #(.W(W)) S_o (.clock(CLK_50), .data_in(Q_S), .data_out(S));
unit_latch #(.W(1)) C_o (.clock(CLK_50), .data_in(Q_C_out), .data_out(C_out));
endmodule
module register #(parameter W = 8)
(input logic clock, reset, enable,
input logic [W-1:0] data_in,
output logic [W-1:0] data_out);
always_ff @(posedge clock or negedge reset)
if(!reset)
data_out <= {W{1'b0}};
else if(enable)
data_out <= data_in;
endmodule
module unit_latch #(parameter W = 1)
(input logic clock,
input logic [W-1:0] data_in,
output logic [W-1:0] data_out);
always_ff @(posedge clock)
data_out <= data_in;
endmodule
File: design/flow/run.sh
#!/bin/bash
# OpenROAD 26Q1-2900-gdf79404cd8, Yosys 0.63+post, stock flow scripts
make -C /OpenROAD-flow-scripts/flow DESIGN_CONFIG=/design/flow/config.mk WORK_HOME=/design/flow/orfs finish
==> job_summary.md <==
### Metrics collected by this job

| Metric | Value |
|---|---|
| Vias per inst | 4.29 |
| Arrival time worst endpoint | 7.66 ns |
| Seq/Total Area, Yosys | between 50 and 60% |
| Yosys stat chip area | 15600 sq um |
| Die Width | 230 microns |
| DR pass1 iterations | 4 |
| CP Launch Type | flip-flop |
| Pwr Total | roughly 5.5 mW |
| Clk root buf | clkbuf_16 |
| RSZ-0062 raised after global routing | false |
| Clock buffer depth | 3 |
| Count of cell types in the netlist | 66 |
| Fmax | approximately 0.14 GHz |
| Detailed Place HPWL | 26.9 mm |
| Max Cap Viol | 0 |
| Largest net degree at the start of global routing | roughly 110 |
| Met3 WL | approximately 2.8 mm |
| CTS tree | yes |
| Post-route ant nets | 0 |
| Vias | 8954 |
| # Post-CTS Setup Buffers | 0 |
| Worst-path maximum fanout | 6 |
| Hold Path Class | reg2reg |
| Core Region | 51300 sq um |
| Ys async rst share | 66.6% |
| YS warnings | 0 |
| Crit path DRT | 8.93 ns |
| Final hold vios | 0 |
| Static Leak | 8.77 nW |
| CTS sink cnt | approximately 390 |
| Final slew viol count | 0 |
| 1st-iter DRT viols | slightly below 300 |
| Init Core Util | 30.3% |
| Die area | 52800 sq um |
| Tmin final | 7.23 ns |
| Final period utilization | a little under nine tenths |
| Initial antenna violation count | 7 |
| P&R area growth vs syn | 39.2% |
| Ys cells | 963 |
| Residual DRC count | 0 |
| Finished Core Util | 42.2% |
| Fillers | 4662 |
| First-pass GRT wire length | 57.2 mm |
| Synthesized cell area | 15600 sq um |
| Most common reg cell | dfrtp_1 |
| Run status | finished, final reports clean |
| Global Route Usage Sum | between 10% and 20% |
| Wirelength per Cell | between 15 and 20 microns |
| Site Rows | 83 |
| Setup TNS | 0 ns |
| Post-Synthesis Mean Instance Area | 16.2 sq um |
| Slew HR | ~52% |
| Late-Pin Clk Latency | 0.57 ns |
| IO Pins | 389 |
| Fin Hold WS | between 0.5 and 0.6 ns |
| Met2 wire length | about 18 mm |
| Layout cell share with drive strength beyond 1 | 23.8% |
| Worst slew pin tran | 0.719 ns |
| Vias in the first global route | between 9000 and 10000 |
| Gate Count Post-Synth | 963 |
| CTS buffer count | 45 |
| Cts repair resizes | 0 |
| GRT overflow | 0 |
| DR top layer | met5 |
| Post-synth regs | between 300 and 400 |
| Clock transition at the registers of the reported paths | approximately 0.060 ns |
| Die y size | 230 microns |
| Setup violations, final | 0 |
| WL met1 | 14.6 mm |
| Tool Warnings | 27 |
| VDD IR max | 0.000142 V |
| Number of port buffers | 388 |
| Gp weighted congestion | 0.841 |
| Htree depth | 2 |
| Hold-fix buffers at CTS | 0 |
| PD cells | 254 nW/um^2 |
| Crit path kind | reg2reg |
| Flip-flops with a built-in enable | 0 |
| Total wire length | 36.3 mm |
| Crit end category | flip-flop |
| Layout Skew | about 0.024 ns |
sequential cells by signal (all words and copies together) (netlist names):
register	cells
C_i.data_out	1
S_o.data_out	128
C_o.data_out	1
B_i.data_out	128
A_i.data_out	128
area by class of cell:
class | instances | area, sq um | area share [%]
Inverter | 18 | 67.6 | 0.312
Multi-Input combinational cell | 522 | 6300 | 29.1
Tap cell | 680 | 851 | 3.93
Clock inverter | 10 | 160 | 0.739
Clock buffer | 74 | 1310 | 6.03
Sequential cell | 386 | 9010 | 41.6
Timing Repair Buffer | 395 | 3960 | 18.3
Antenna cell | 3 | 7.51 | 0.0346
metal layers:
metal  GRT usage [%]  vias up
met5               0        -
met1            20.3     4482
met4            3.93        6
met3            4.53       72
li1                -     4151
met2            23.5      243
worst max-delay path, stage by stage, from the launching register on:
cell and delay, ns:
dfrtp_1 0.38, ha_1 0.37, a21boi_1 0.29, o21ai_1 0.20, o2111ai_4 0.29, o2111a_1 0.30
nor3_2 0.08, a2111o_1 0.39, o221ai_2 0.40, a21bo_1 0.27, a311o_1 0.30, a21oi_1 0.41
nor3_1 0.11, or2_1 0.27, xnor2_1 0.26, fa_1 0.23, inv_1 0.05, fa_1 0.38
fa_1 0.39, fa_1 0.39, fa_1 0.39, fa_1 0.40, fa_1 0.38, xor2_1 0.15
cell usage after synthesis (all sizes together) (2+ instances only):
cell | n | area [sq um]
a211o | 2 | 17.5
a21o | 2 | 16.3
a21oi | 2 | 10.0
a31oi | 2 | 12.5
and2b | 2 | 17.5
and3b | 3 | 32.5
and4b | 2 | 21.3
buf | 6 | 50.0
clkbuf | 31 | 126
dfrtp | 257 | 6430
dfxtp | 129 | 2580
fa | 112 | 2240
ha | 16 | 200
inv | 18 | 67.6
mux2 | 250 | 2820
nand2 | 25 | 93.8
nand3 | 6 | 30.0
nand3b | 6 | 45.0
nand4 | 5 | 31.3
nand4b | 4 | 35.0
nor2 | 4 | 15.0
nor2b | 2 | 12.5
nor3 | 3 | 20.0
nor4 | 2 | 12.5
nor4bb | 4 | 40.0
o2111ai | 3 | 43.8
o21ai | 11 | 55.1
or2 | 2 | 12.5
xnor2 | 10 | 87.6
xor2 | 17 | 149
placed cells by master (no fill, tap or decap), types with 3 or more instances in the layout:
cell type,count
xnor2_1,10
nand4_1,5
diode_2,3
nand3_1,6
clkbuf_8,5
buf_4,6
nor4bb_1,4
nand2_1,25
fa_1,112
inv_1,18
clkbuf_16,46
nor2_1,4
xor2_1,17
mux2_2,250
nand4b_1,4
bufinv_16,3
nand3b_1,6
clkbuf_1,23
clkdlybuf4s50_1,386
o21ai_0,10
dfxtp_1,129
ha_1,16
dfrtp_1,257
power breakdown:
| part | switching [mW] | total (mW) | internal [mW] | leakage [nW] |
|---|---|---|---|---|
| combinational | 0.392 | 1.21 | 0.815 | 3.97 |
| sequential | 0.169 | 2.39 | 2.22 | 4.10 |
| clock | 0.761 | 1.91 | 1.15 | 0.702 |
| total | 1.32 | 5.50 | 4.18 | 8.77 |
final timing paths:
path / cells after the start / from / slack (ns) / endpoint
worst max-delay path: 23 / A_i.data_out[7]$_DFFE_PN0P_ / 1.27 / S_o.data_out[127]$_DFF_P_
worst min-delay path: 1 / B_i.data_out[55]$_DFFE_PN0P_ / 0.51 / B_i.data_out[55]$_DFFE_PN0P_
min in group asynchronous: 1 / reset / 1.06 / B_i.data_out[61]$_DFFE_PN0P_
max in group asynchronous: 3 / reset / 5.77 / A_i.data_out[76]$_DFFE_PN0P_
worst min register to register: 1 / B_i.data_out[55]$_DFFE_PN0P_ / 0.51 / B_i.data_out[55]$_DFFE_PN0P_
worst max register to register: 23 / A_i.data_out[7]$_DFFE_PN0P_ / 1.27 / S_o.data_out[127]$_DFF_P_
stage by stage:
step           worst slack, ns  std cells  cell area, sq um
2_1_floorplan             1.97        963             15600
3_3_place_gp              1.38       2001             20200
3_5_place_dp              1.18       2001             20200
4_1_cts                   1.15       2085             21700
5_1_grt                  0.771       2088             21700
6_report                  1.27       2088             21700
cells by family after synthesis:
family | count (synthesis) | synth area share, %
AND-OR/OR-AND | 40 | 2.14
XOR/XNOR | 27 | 1.52
AND/OR/NAND/NOR | 77 | 3.06
multiplexers | 250 | 18.1
adder cells (fa/ha/maj) | 128 | 15.7
buffers and inverters | 55 | 1.57
flip-flops | 386 | 57.9
Power is estimated from default activity; no workload was simulated.
